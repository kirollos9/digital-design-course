File: flow/design.v
module conrol_unit(clk,rst,speed_limit,car_speed,leading_distance,unlock_doors,accelerate_car);
input clk,rst;
input [7:0]speed_limit,car_speed;
input [6:0] leading_distance;
output reg unlock_doors,accelerate_car;
reg cs,ns;
parameter MIN_DISTANCE=7'd40;
parameter ACCELERATE=2'b00;
parameter DECLERATE=2'b01;
parameter STOP =2'b10;
always @(posedge clk or posedge rst) begin
	if (rst) 
		cs<=STOP;
	else 
		cs<=ns;
end
always@(cs)begin
	case(cs)
		STOP:begin 
			unlock_doors=1;
			accelerate_car=0;
		end
		DECLERATE:begin 
			unlock_doors=0;
			accelerate_car=0;
		end
		ACCELERATE:begin
			unlock_doors=0;
			accelerate_car=1; 
		end
		default:begin
			unlock_doors=1;
			accelerate_car=0;
		end
	endcase
end
always@(*)begin 
case(cs)
	STOP:begin
		if(leading_distance<MIN_DISTANCE)
			ns=STOP;
		else
			ns=ACCELERATE;
	end
	DECLERATE:begin
		if((leading_distance<MIN_DISTANCE)||(car_speed>speed_limit))
			ns=DECLERATE;
		else if(car_speed==0)
			ns=STOP;
		else 
			ns=ACCELERATE;
	end
	ACCELERATE:begin
		if((leading_distance<MIN_DISTANCE)||(car_speed>speed_limit))
			ns=DECLERATE;
		else
			ns=ACCELERATE;
	end
	default: ns=STOP;
endcase
end
endmodule
File: flow/run.sh
#!/bin/bash
# OpenROAD 26Q1-2900-gdf79404cd8, Yosys 0.63+post, stock flow scripts
make -C /OpenROAD-flow-scripts/flow DESIGN_CONFIG=/design/flow/config.mk WORK_HOME=/design/flow/orfs finish
File: flow/config.mk
export PLATFORM = sky130hd
export DESIGN_NAME = conrol_unit
export DESIGN_NICKNAME = conrol_unit
export VERILOG_FILES = /design/flow/design.v
export SDC_FILE = /design/flow/constraint.sdc
export NUM_CORES = 4
export LEC_CHECK = 1
export CORE_AREA = 10 10 70 70
export DIE_AREA = 0 0 80 80
File: flow/constraint.sdc
current_design conrol_unit

set clk_period 1.0
set clk_io_pct 0.2

create_clock -name clk0 -period $clk_period [get_ports {clk}]

set non_clock_inputs [all_inputs -no_clocks]
set_input_delay [expr $clk_period * $clk_io_pct] -clock clk0 $non_clock_inputs
set_output_delay [expr $clk_period * $clk_io_pct] -clock clk0 [all_outputs]
==> impl_metrics.env <==
# source this file to load flow results
export IMPL_arrival_ns=1.01
export IMPL_drive_gt1_share_pct=60.3
export IMPL_routabilityCongestion=0.673
export IMPL_yosysUniqueCellTypes=13
export IMPL_fin_area_um2=636
export IMPL_place_area_um2=591
export IMPL_boundaryPins=27
export IMPL_ys_sh_adder_pct=38.6
export IMPL_end_kind="flip-flop"
export IMPL_cts_setup_buffers=0
export IMPL_min_period_ns=1.14
export IMPL_ctsHoldBuffers=0
export IMPL_powerDensity_nw_per_um2=425
export IMPL_postSynthSeqShare_pct=9.66
export IMPL_fillers=375
export IMPL_placed_cells=104
export IMPL_grt_max_degree=4
export IMPL_highest_layer="met3"
export IMPL_timing_final_crit_share_pct=114
export IMPL_via_per_inst=2.86
export IMPL_ys_chip_area_um2=259
export IMPL_drv_slew=0
export IMPL_final_cells=104
export IMPL_wl_met3_um=122
export IMPL_hold_class="input pin to async pin"
export IMPL_fp_util_pct=7.58
export IMPL_top_logic_kind="adder cells"
export IMPL_yosysTopAreaCell="ha_1"
export IMPL_yosys_register_bits=1
export IMPL_rows=21
export IMPL_grt_pass1_wl_um=1550
export IMPL_met2_length_um=411
export IMPL_grt_pass1_vias=351
export IMPL_finalWorstSetupSlack_ns=-0.143
export IMPL_simple_gate_area_share_pct=11.6
export IMPL_reg_top3="cs (1)"
export IMPL_drc=0
export IMPL_hold_viol=0
export IMPL_leakage_nw=0.260
export IMPL_grt_overflow_total=0
export IMPL_synthAoiAreaFrac_pct=19.8
export IMPL_portBuffers=22
export IMPL_via_count=297
export IMPL_n_antenna_cell=0
export IMPL_synthCells=37
export IMPL_ir_drop_mv=0.151
export IMPL_syn2layout_area_growth_pct=145
export IMPL_dieArea_um2=6400
export IMPL_regMostFlops="cs"
export IMPL_crit_type="input pin to flip-flop"
export IMPL_top_cells_by_area="ha_1 (39%), inv_1 (16%), dfrtp_1 (9.7%), a21oi_1 (7.7%), o21ai_0 (5.8%)"
export IMPL_fp_coreArea_um2=3420
export IMPL_warning_count=34
export IMPL_wl_um=929
export IMPL_grt_use_total_pct=2.89
export IMPL_postRouteAntennaNets=0
export IMPL_rsz0062_at_grt="yes"
export IMPL_final_cell_mix="buf_6 (11), ha_4 (8), inv_2 (6)"
export IMPL_dieHeight_um=80
export IMPL_syn_avg_cell_area_um2=7.00
export IMPL_drt_iter0_drc=3
export IMPL_critical_path_required_ns=0.86
export IMPL_met1_length_um=394
export IMPL_synthMuxAreaShare_pct=0
export IMPL_yosysWarningCount=1
export IMPL_yosys_stat_cells=37
export IMPL_drv_cap=0
export IMPL_syn_cell_area_um2=259
export IMPL_dr_pass1_iters=2
export IMPL_cp_max_fo=3
export IMPL_status="complete, but fails checks"
export IMPL_antenna_found_initial=0
export IMPL_largest_reg_flops=1
export IMPL_lay_top_count="buf_6"
export IMPL_violations="negative setup slack"
export IMPL_fin_hold_ws_ns=0.353
export IMPL_cp_start_kind="input pin"
export IMPL_setup_viol=1
export IMPL_top_area_share_pct=38.6
export IMPL_fmax_mhz=875
export IMPL_xor_share_pct=0
export IMPL_wl_per_cell_um=8.93
export IMPL_cts_clk_slew_worst_paths_ns=0
export IMPL_die_width_um=80
[stage by stage]
step                setup WS [ns]  power (W)  TNS (ns)  util (%)
floorplan                -0.00515   0.000135  -0.00515         -
global placement           -0.621   0.000249    -0.661      17.3
detailed placement         -0.647   0.000251    -0.681      17.3
CTS                        -0.155   0.000256    -0.155      17.4
global route               -0.227   0.000299    -0.227      18.6
finish                     -0.143   0.000270    -0.143      18.6
[worst paths after layout]
kind / start / end / depth (start not counted)
min: rst / cs$_DFF_PP0_ / 2
min in group clk0: car_speed[7] / cs$_DFF_PP0_ / 6
max: speed_limit[7] / cs$_DFF_PP0_ / 6
max in group asynchronous: rst / cs$_DFF_PP0_ / 2
[synth_stat cells]
| cell type | n |
|---|---|
| o21a_1 | 1 |
| a21oi_1 | 4 |
| nand4_1 | 2 |
| o311ai_1 | 1 |
| buf_4 | 1 |
| dfrtp_1 | 1 |
| nor2_1 | 1 |
| nand2_1 | 2 |
| nand2b_1 | 1 |
| o21ai_0 | 3 |
| conb_1 | 1 |
| ha_1 | 8 |
| inv_1 | 11 |
[per-layer routing]
layer | vias to the layer above | track usage (%)
met5 | - | 0
met4 | 0 | 0
met3 | 0 | 1.14
met2 | 14 | 4.82
met1 | 121 | 3.64
li1 | 162 | -
[cell type report]
type / count / area [um2] / share of cell area [%]
multi-input cells: 24 / 292 / 45.9
inverters: 11 / 53.8 / 8.46
repair buffers: 22 / 208 / 32.7
well taps: 46 / 57.6 / 9.06
flip-flops and latches: 1 / 25.0 / 3.94
[report_power, final]
group	internal, W	switching [W]
combinational	0.000139	0.0000841
sequential	0.0000462	0.00000101
clock	0	0
total	0.000185	0.0000851
[what timing repair did]
item	CTS	global route
gates resized	79	7
pin swaps	13	7
endpoints found under the setup margin	2	1
gates cloned	0	0
[worst max-delay path: stages]
cell and delay [ns]:
buf_6 0.07, inv_2 0.03, ha_4 0.26, nand4_1 0.16, o21ai_1 0.18, o311ai_1 0.10
[cells by family after synthesis]
logic type | count (synthesis)
DFF | 1
adders and majority gates | 8
and+or+nand+nor | 6
other | 1
AOI/OAI and AO/OA | 9
buffers and inverters | 12
Power and IR drop assume default switching activity.
