<file path="flow/design.v">
module seq_det(clk,rst,x,y,count);
parameter A=2'b00;
parameter B=2'b01;
parameter C=2'b10;
parameter D=2'b11;
input clk,rst,x;
output y;
output [9:0] count;
reg [9:0]temp_count=0;
reg [1:0]cs,ns;
always @(posedge clk or posedge rst) begin
	if (rst) 
		cs<=A;
	else 
		cs<=ns;
end
always @(cs,x) begin
	case(cs)
	A:begin
		if(x)
			ns=A;
		else
			ns=B;
	end
	B:begin
		if(x)
			ns=C;
		else
			ns=B;
	end
	C:begin
		if(x)
			ns=A;
		else
			ns=D;
	end
	D:begin
		if(x)
			ns=C;
		else
			ns=B;
	end
	default: ns=A;
	endcase
end
always @(posedge y)begin
temp_count = temp_count+1;
end
assign y=(cs==D)? 1'b1 : 1'b0 ;
assign count = temp_count;
endmodule
</file>
<file path="flow/run.sh">
#!/bin/bash
# OpenROAD 26Q1-2900-gdf79404cd8, Yosys 0.63+post, stock flow scripts
make -C /OpenROAD-flow-scripts/flow DESIGN_CONFIG=/design/flow/config.mk WORK_HOME=/design/flow/orfs finish
</file>
<file path="flow/config.mk">
export PLATFORM = sky130hd
export DESIGN_NAME = seq_det
export DESIGN_NICKNAME = seq_det
export VERILOG_FILES = /design/flow/design.v
export SDC_FILE = /design/flow/constraint.sdc
export NUM_CORES = 4
export LEC_CHECK = 1
export CORE_AREA = 10 10 79 79
export DIE_AREA = 0 0 89 89
</file>
<file path="flow/constraint.sdc">
current_design seq_det

set clk_period 1.2
set clk_io_pct 0.2

create_clock -name clk0 -period $clk_period [get_ports {clk}]

set non_clock_inputs [all_inputs -no_clocks]
set_input_delay [expr $clk_period * $clk_io_pct] -clock clk0 $non_clock_inputs
set_output_delay [expr $clk_period * $clk_io_pct] -clock clk0 [all_outputs]
</file>
==> notes.md <==
Status
- result of the run: finished, final reports clean

Clock network
- clock-pin slew reported for the worst setup and hold paths after clock tree synthesis: 0.03 ns
- Max clock buf depth: 2
- master cell of the clock root buffer: sky130_fd_sc_hd__clkbuf_8
- number of clock buffers inserted by TritonCTS: 3
- hold_buf cts: 0
- H-tree lvl count: 1
- Post-CTS Setup Inserts: 0
- insertion delay to the later sink of the worst-skew pair: 0.22 ns
- clock tree from TritonCTS: yes

Route
- WL/cell: 8.579 um
- via count: 344
- Post-Route WL: 978 um
- ANT nets after route: 0
- number of violations reported at the end of detailed-routing iteration 0: 21
- remaining routing DRC violations: 0
- iteration tally of the first detailed-router pass: 3
- total inserted antenna cells: 0
- drt via density: 3.018

Synth
- post-synthesis register bit count: 14
- number of standard cells after synthesis: 42
- Top FF cell, synth: sky130_fd_sc_hd__dfxtp_1
- area of the mapped netlist: 484.2 um^2
- post-synth top area cell: sky130_fd_sc_hd__dfxtp_1
- Post-synth EDFFs: 0
- fraction of registers with async set/reset: 28.57%
- average footprint of a synthesized cell: 11.53 um^2
- post-synthesis sequential area ratio: 62.27%
- yosys cell count: 42
- leading post-synthesis cells by instance count: 10 x sky130_fd_sc_hd__dfxtp_1, 6 x sky130_fd_sc_hd__xor2_1, 3 x sky130_fd_sc_hd__dfrtp_1, 3 x sky130_fd_sc_hd__nand3_1, 3 x sky130_fd_sc_hd__nor3_1
- most frequently used cell type in the post-synthesis netlist: sky130_fd_sc_hd__dfxtp_1
- share of the synthesized area in the top cell type: 41.34%
- Synth Warn #: 1
- Chip Area, Yosys: 484.2 um^2
- Top cells by area: sky130_fd_sc_hd__dfxtp_1 41%, sky130_fd_sc_hd__dfrtp_1 16%, sky130_fd_sc_hd__xor2_1 11%
- Distinct cells, synth: 16

Die
- floorplan row count: 25
- number of ports placed on the die boundary: 14
- floorplan utilization: 10.39%
- die width: 89 um
- die outline height: 89 um
- chip area: 0.007921 mm^2
- CORE AREA: 0.004661 mm^2

Critical path
- type of destination of the critical path: output pin
- critical path's largest stage delay: 0.36 ns
- largest driver fanout on the critical path: 2
- Worst Path Buf+Inv: 1
- WS Path Type: flop to output pin
- delay-heaviest family, CP: flip-flops
- critical path's slowest cell: sky130_fd_sc_hd__dfrtp_1
- critical path required time: 0.96 ns
- ordered list of cells on the worst path: dlygate4sd2_1
- arrival time reported for the critical path endpoint: 0.81 ns
- Startpoint Class: flop

Final timing
- final number of hold-violating endpoints: 0
- period utilisation layout: 87.35%
- transition time at the pin with the least slew margin: 0.2108 ns
- register pins left without a clock: 10
- count of endpoints without a timing constraint: 20
- setup violation total in the final timing report: 0
- number of max-slew violations in the final report: 0
- Max-slew headroom: 85.84%
- Highest Clock Rate: 954.0 MHz
- Clock Skews: 0.004130 ns
- setup slack after layout: 0.1518 ns
- unrepaired setup endpoints after global routing: no
- final worst path period need: 1.048 ns
- worst hold slack after final layout: 0.2152 ns
- final sum of negative setup slack: 0 ns

Hold path
- kind of path behind the tightest hold check: primary input to asynchronous set/reset pin

Cells and area
- number of filler instances in the final layout: 497
- share of cells above drive strength 1: 10.00%
- Non-Filler Cell Area, Final: 733.2 um^2
- area growth from synthesis to final layout: 51.42%
- number of standard cells in the layout, taps in and fillers out: 114

GRT
- GR met1 Demand/Resource: 3.247%
- GRT Max-Usage Layer: met2
- first-pass GRT wire length: 1635 um
- GRT Total Usage: 2.493%
- global routing usage on met2: 3.657%
- largest net degree at the start of global routing: 13
- met3 layer usage reported by global route: 0.9183%
- via count of the first global-routing pass: 339
- initial antenna violation count: 0
- total gr overflow: 0

Pwr
- leakage power: 0.3268 nW
- worst voltage drop across the vdd grid: 0.4998 mV
- total power density per cell area: 678.3 mW/mm^2

Placed design
- Post-DP Area: 689.4 um^2
- number of I/O port buffers: 13
- worst slack after detailed placement: 0.1647 ns
- DP Wirelength: 823.4 um
- instance count after placement with tap cells included: 110
- weighted congestion at the end of routability-driven global placement: 0.6293

Flow run
- Max Cap Viol: 0
- stage-log warning count: 25

==> placed cells by master, fill, tap and decap left out <==
master,count
sky130_fd_sc_hd__and3_2,1
sky130_fd_sc_hd__nor2_1,2
sky130_fd_sc_hd__dfxtp_1,10
sky130_fd_sc_hd__dlygate4sd2_1,1
sky130_fd_sc_hd__dfstp_2,1
sky130_fd_sc_hd__clkbuf_8,3
sky130_fd_sc_hd__nor2b_1,1
sky130_fd_sc_hd__o21a_1,2
sky130_fd_sc_hd__and3_1,2
sky130_fd_sc_hd__ha_1,1
sky130_fd_sc_hd__nand4_1,1
sky130_fd_sc_hd__xnor2_1,2
sky130_fd_sc_hd__nor3_1,3
sky130_fd_sc_hd__inv_1,2
sky130_fd_sc_hd__nand2_1,2
sky130_fd_sc_hd__nand3_1,3
sky130_fd_sc_hd__clkbuf_1,1
sky130_fd_sc_hd__dfrtp_1,3
sky130_fd_sc_hd__xor2_1,6
sky130_fd_sc_hd__clkdlybuf4s50_1,12
sky130_fd_sc_hd__buf_4,1
==> through the flow <==
stage / utilization, % / total power [mW]
6_report: 15.73 / 0.4973
5_1_grt: 15.73 / 0.5333
4_1_cts: 15.73 / 0.5090
3_5_place_dp: 14.79 / 0.2018
3_3_place_gp: 14.79 / 0.1998
2_1_floorplan: - / 0.1832
==> registers in the layout, summed over array words and instances (netlist names) <==
name and count:
temp_count 10, cs 4
==> where the power goes <==
group	switching (mW)	internal (mW)	total, mW
Clock	0.0710	0.227	0.298
Combinational	0.0153	0.0166	0.0319
Sequential	0.00482	0.163	0.167
==> what timing repair did <==
item,CTS,global route
endpoints found under the hold margin,0,0
resized,1,0
endpoints found under the setup margin,1,0
==> final timing paths <==
path                            start     to  slack, ns  cells past startpoint
worst min register to register  cs[2]  cs[1]       0.48                      1
worst max-delay path            cs[3]      y       0.15                      1
max in group asynchronous         rst  cs[0]       0.75                      2
worst min-delay path              rst  cs[2]       0.22                      2
min in group clk0               cs[2]  cs[1]       0.48                      1
worst max register to register  cs[3]  cs[2]       0.28                      3
==> metal layers <==
layer	wire length [um]	share of wire, %
met5	0	0
met4	19	1.9
met3	89	9.1
met2	444	45
met1	424	43
==> cell families (layout without fill, tap and decap cells) <==
logic type               Yosys count  after routing  share of synthesized area [%]
AND-OR/OR-AND                      2              2                          3.100
XOR/XNOR                           8              8                          14.47
adder cells (fa/ha/maj)            1              1                          2.584
buffers and inverters              2             20                          1.551
flip-flops                        14             14                          62.27
AND/OR/NAND/NOR                   15             15                          16.02
==> layout make-up <==
class                      count  area (um^2)  area share (%)
timing repair buffer          14        136.4           18.60
multi-input combinational     26        175.2           23.89
sequential                    14        301.5           41.13
inverter                       2        7.507           1.024
tap                           54        67.56           9.215
clock buffer                   4        45.04           6.143
Power figures rest on the tool's default switching activity, not on a simulated workload.
